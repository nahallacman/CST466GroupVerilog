$ cat /design/flow/config.mk
export PLATFORM = sky130hd
export DESIGN_NAME = VerilogCaesar
export DESIGN_NICKNAME = VerilogCaesar
export VERILOG_FILES = /design/flow/design.v
export SDC_FILE = /design/flow/constraint.sdc
export NUM_CORES = 4
export LEC_CHECK = 1
export CORE_UTILIZATION = 40
$ cat /design/flow/constraint.sdc
current_design VerilogCaesar

set clk_period 11.1
set clk_io_pct 0.2

create_clock -name clk0 -period $clk_period [get_ports {CLOCK_50}]

set non_clock_inputs [all_inputs -no_clocks]
set_input_delay [expr $clk_period * $clk_io_pct] -clock clk0 $non_clock_inputs
set_output_delay [expr $clk_period * $clk_io_pct] -clock clk0 [all_outputs]
$ cat /design/flow/design.v
module CasesarEncrypt (plaintext, key, cyphertext);
input [0:5] plaintext;
input [0:5] key;
output [0:5] cyphertext;
assign cyphertext = ( plaintext + key ) % 26;
endmodule
module CasesarDecrypt (plaintext, key, cyphertext);
input [0:5] plaintext;
input [0:5] key;
output [0:5] cyphertext;
assign cyphertext = ( plaintext - key ) % 26;
endmodule
module VerilogCaesar (CLOCK_50, SW, ENCRYPT, HEX0, HEX1, HEX2, HEX3, HEX4, HEX5);
	input CLOCK_50;
	input ENCRYPT;
	input [0:4]SW;
	output [0:6] HEX0;
	output [0:6] HEX1;
	output [0:6] HEX2;
	output [0:6] HEX3;
	output [0:6] HEX4;
	output [0:6] HEX5;
	wire clk_1Hz;
	wire [3:0] bcd0, bcd1, bcd2, bcd3, bcd4, bcd5;
	wire [1:0] hundredsFiller;
	wire [5:0] encryptOutput;
	wire [5:0] decryptOutput;
	wire [5:0] pairOut;
	reg [0:4] SW_Round;
	reg[5:0] digit_flipper_ext;
	clkDiv c0(
			.Clk_50MHz(CLOCK_50),
			.rst(1'b1),
			.Clk_1Hz(clk_1Hz)
			);
	always @ (SW)
	begin
		if (SW > 24)
			SW_Round = 6'd25;
		else
			SW_Round = SW;
	end
	always @ (posedge clk_1Hz)
	begin
		casex(digit_flipper_ext)
		6'd25:
			begin
			digit_flipper_ext = 6'b000000;
			end
		default:
			begin
			digit_flipper_ext = digit_flipper_ext + 1;
			end
		endcase
	end
	assign pairOut[5:0] = (!ENCRYPT) ? encryptOutput[5:0] : decryptOutput[5:0]  ;
	binary_to_BCD bin_to_bcd0(
					.A(SW_Round),
					.ONES(bcd4),
					.TENS(bcd5),
					.HUNDREDS(hundredsFiller)
					);
	binary_to_BCD bin_to_bcd1(
					.A(digit_flipper_ext),
					.ONES(bcd2),
					.TENS(bcd3),
					.HUNDREDS(hundredsFiller)
					);
	binary_to_BCD bin_to_bcd2(
					.A(pairOut),
					.ONES(bcd0),
					.TENS(bcd1),
					.HUNDREDS(hundredsFiller)
					);
	bcd7seg digit_0(
				.bcd(bcd0), 
				.display(HEX0)
				);
	bcd7seg digit_1(
				.bcd(bcd1), 
				.display(HEX1)
				);
	bcd7seg digit_2(
				.bcd(bcd2), 
				.display(HEX2)
				);
	bcd7seg digit_3(
				.bcd(bcd3), 
				.display(HEX3)
				);
	bcd7seg digit_4(
				.bcd(bcd4), 
				.display(HEX4)
				);
	bcd7seg digit_5(
				.bcd(bcd5), 
				.display(HEX5)
				);
	CasesarEncrypt encrypt_module(
				.plaintext(digit_flipper_ext), 
				.key(SW_Round), 
				.cyphertext(encryptOutput)
	);
	CasesarDecrypt decrypt_module(
				.plaintext(digit_flipper_ext), 
				.key(SW_Round), 
				.cyphertext(decryptOutput)
	);
endmodule
module bcd7seg (bcd, display);
	input [3:0] bcd;
	output [0:6] display;
	reg [0:6] display;
	always @ (bcd)
		case (bcd)
			4'h0: display = 7'b0000001;
			4'h1: display = 7'b1001111;
			4'h2: display = 7'b0010010;
			4'h3: display = 7'b0000110;
			4'h4: display = 7'b1001100;
			4'h5: display = 7'b0100100;
			4'h6: display = 7'b0100000;
			4'h7: display = 7'b0001111;
			4'h8: display = 7'b0000000;
			4'h9: display = 7'b0000100;
			default: display = 7'bx;
		endcase
endmodule
module add3(in,out);
	input [3:0] in;
	output [3:0] out;
	reg [3:0] out;
	always @ (in)
		case (in)
			4'b0000: out <= 4'b0000;
			4'b0001: out <= 4'b0001;
			4'b0010: out <= 4'b0010;
			4'b0011: out <= 4'b0011;
			4'b0100: out <= 4'b0100;
			4'b0101: out <= 4'b1000;
			4'b0110: out <= 4'b1001;
			4'b0111: out <= 4'b1010;
			4'b1000: out <= 4'b1011;
			4'b1001: out <= 4'b1100;
			default: out <= 4'b0000;
		endcase
endmodule
module binary_to_BCD(A,ONES,TENS,HUNDREDS);
	input [7:0] A;
	output [3:0] ONES, TENS;
	output [1:0] HUNDREDS;
	wire [3:0] c1,c2,c3,c4,c5,c6,c7;
	wire [3:0] d1,d2,d3,d4,d5,d6,d7;
	assign d1 = {1'b0,A[7:5]};
	assign d2 = {c1[2:0],A[4]};
	assign d3 = {c2[2:0],A[3]};
	assign d4 = {c3[2:0],A[2]};
	assign d5 = {c4[2:0],A[1]};
	assign d6 = {1'b0,c1[3],c2[3],c3[3]};
	assign d7 = {c6[2:0],c4[3]};
	add3 m1(d1,c1);
	add3 m2(d2,c2);
	add3 m3(d3,c3);
	add3 m4(d4,c4);
	add3 m5(d5,c5);
	add3 m6(d6,c6);
	add3 m7(d7,c7);
	assign ONES = {c5[2:0],A[0]};
	assign TENS = {c7[2:0],c5[3]};
	assign HUNDREDS = {c6[3],c7[3]};
endmodule
module clkDiv(
			input wire Clk_50MHz, 
			input wire rst,
			output reg Clk_1Hz
			);
	reg [25:0] count = 26'b0;
	initial begin
	Clk_1Hz = 1'b0;
	end
	always @(posedge Clk_50MHz or negedge rst)
	if(!rst)
	begin
		count = 0;
		Clk_1Hz = 1'b0;
	end
	else
	if(count > 25000000)
	begin
		Clk_1Hz = !Clk_1Hz;
		count = 26'b0;
	end
	else
	begin
		count = count + 1;
	end
endmodule
$ cat /design/flow/run.sh
#!/bin/bash
# OpenROAD 26Q1-2900-gdf79404cd8, Yosys 0.63+post, stock flow scripts
make -C /OpenROAD-flow-scripts/flow DESIGN_CONFIG=/design/flow/config.mk WORK_HOME=/design/flow/orfs finish
==> metrics.yaml <==
die_y_um: 106
top_area_cell: "dfxtp_1"
slowest_delay_ns: 0.54
num_rows: 37
warnings: 53
first_pass_iters: 4
relSlewSlack_pct: 42.8
dominantRegCellSynth: "dfxtp_1"
grt_pass1_wl_mm: 16.3
min_period_ns: 10.78
cpMaxStageDelayCell: "or4_1"
tritoncts: "yes"
grt_usage_pct: 17.4
final_common_cell: "nor2_1"
finish.utilization_pct: 48.5
peakVddDrop_v: 0.0000972
drv_slew: 0
yosys_cells: 580
p_leak_nw: 2.09
clk_latency_ns: 0.27
netlist-cell-type-count: 83
hold_ws_ns: 0.471
grt_overflow: 0
cts_root_buffer: "clkbuf_8"
cp_data_required_time_ns: 8.88
top_cell_area_share_pct: 14.9
dpl.hpwl_mm: 7.45
grt_start_max_net_pins: 24
cts_max_path_buffers: 2
core_area_um2: 10400
portBuffers: 47
worstPathMaxFanout: 10
syn_to_final_growth_pct: 17.0
finalClockPeriodUsage_pct: 97.1
skew_ns: 0.00236
wire_per_inst_um: 12.9
hp-class: "register to register"
most-common-layout-cells: "nor2_1, clkdlybuf4s50_1, ha_1, nand2_1, a21oi_1"
crit_top_cell: "ha_1"
cp.arrival_ns: 8.56
routed_wl_mm: 9.73
cp_num_buf_inv: 4
critPathKind: "input port to output pin"
io_pins: 49
drc: 0
place.gp.congestion: 0.879
synth_warnings: 11
setup_viol: 0
untimed_endpoints: 20
syn-mean-instance-area_um2: 7.41
dieArea_um2: 11200
antenna_found_initial: 0
layout-drive-gt1-share_pct: 9.25
num_vias: 4178
cts.reportedPaths.clkPinSlew_ns: 0.09
first_global_vias: 3661
htreeDepth: 1
worst_pin_slew_ns: 0.856
synth_seq_share_pct: 15.6
power_density_nw_per_um2: 103
die_x_um: 106
unclocked_pins: 6
postSynth.asyncResetShare_pct: 0
yosys_area_um2: 4300
drv_cap: 0
synth_flops: 33
cp-end-kind: "output pin"
status: "complete, no violations"
final_hold_viol_count: 0
fmax_mhz: 92.8
cts_buffers: 3
synth_area_um2: 4300
crit_family: "simple AND/OR/NAND/NOR gates"
ctsHoldBuffers: 0
insertedDiodeCount: 0
synth_cells: 580
synth-edff-count: 1
drtIter0Drc: 199
crit_path_start_kind: "input port"
vias_per_cell: 5.56
fp-utilization_pct: 41.4
final_antenna_net_count: 0
synthTopCellsByArea: "dfxtp_1, ha_1, nor2_1"
==> routing by layer <==
metal	part of all wire, %	GRT usage, %	vias to the layer above
li1	-	-	2158
met1	52	26.5	1939
met2	45	28.9	71
met3	2.8	0.694	10
met4	0.94	1.19	0
met5	0	0	-
==> synth_stat cells, types with 7 or more instances <==
cell and number:
nor2_1 73, ha_1 45, nand2_1 39, a21oi_1 37, o21ai_0 36, inv_1 33, dfxtp_1 32, nand3_1 23
clkbuf_1 21, xor2_1 20, xnor2_1 18, and3_1 15, mux2i_1 12, nor2b_1 9, nor3_1 9, o22ai_1 9
a211oi_1 8, buf_2 8, nand2b_1 8, and2_1 7
==> worst min-delay path, stage by stage (launching register included) <==
cell,delay (ns)
dfxtp_1,0.33
a31oi_1,0.04
nor2_1,0.07
==> cell type report <==
type	count	area, um2
inverter	34	128
fill	994	5340
timing repair buffer	67	621
tap	136	170
sequential	33	671
clock buffer	3	41.3
clock inverter	1	5.00
multi-input combinational	478	3390
==> what timing repair did <==
item,4_1_cts,5_1_grt
gates resized,0,14
endpoints found under the hold margin,0,0
setup endpoints to repair,0,12
setup buffers,0,4
==> flip-flops by register name, indices dropped and copies added (netlist names) <==
signal,count
digit_flipper_ext,5
c0.count,26
bin_to_bcd1.c1,1
c0.Clk_1Hz,1
==> through the flow <==
stage               setup WS, ns  setup TNS (ns)  cell area, um2  power, mW  std cells
floorplan                   1.15               0            4300      0.321        581
global placement           0.203               0            4890      0.453        744
detailed placement        0.0795               0            4890      0.454        744
CTS                       0.0443               0            4940      0.511        748
global route             -0.0106         -0.0106            5030      0.564        752
finish                     0.321               0            5030      0.517        752
==> power breakdown <==
group          switching (mW)  total [mW]  internal (mW)
sequential            0.00122       0.101         0.0998
clock                  0.0295      0.0546         0.0251
combinational           0.170       0.361          0.191
total                   0.201       0.517          0.316
==> final timing paths <==
path,slack (ns),end,from,cells past startpoint
hold / removal,0.47,c0.count[24],c0.count[24],2
setup / recovery,0.32,HEX0[5],SW[2],27
hold reg to reg,0.47,c0.count[24],c0.count[24],2
setup reg to reg,8.70,c0.Clk_1Hz,c0.count[0],9
==> kinds of logic after synthesis <==
logic type,count (synthesis),share of synthesized area (%)
AND-OR/OR-AND,165,27.5
XOR/XNOR,38,7.75
adder cells (fa/ha/maj),47,14.0
buffers and inverters,70,6.96
flip-flops,33,15.6
multiplexers,16,3.93
other,1,0.0873
AND/OR/NAND/NOR,210,24.2
No activity file was given, so power comes from the tool's default toggle rates.

<file path="run.sh">
#!/bin/bash
# OpenROAD 26Q1-2900-gdf79404cd8, Yosys 0.63+post, stock flow scripts
make -C /OpenROAD-flow-scripts/flow DESIGN_CONFIG=/design/flow/config.mk WORK_HOME=/design/flow/orfs finish
</file>
<file path="config.mk">
export PLATFORM = sky130hd
export DESIGN_NAME = VerilogSDES
export DESIGN_NICKNAME = VerilogSDES
export VERILOG_FILES = /design/flow/design.v
export SDC_FILE = /design/flow/constraint.sdc
export NUM_CORES = 4
export LEC_CHECK = 1
export CORE_UTILIZATION = 30
</file>
<file path="constraint.sdc">
current_design VerilogSDES

set clk_period 4.8
set clk_io_pct 0.2

create_clock -name clk0 -period $clk_period [get_ports {CLOCK_50}]

set non_clock_inputs [all_inputs -no_clocks]
set_input_delay [expr $clk_period * $clk_io_pct] -clock clk0 $non_clock_inputs
set_output_delay [expr $clk_period * $clk_io_pct] -clock clk0 [all_outputs]
</file>
<file path="design.v">
module EP (in, out);
input [0:3] in;
output [0:7] out;
assign out = {in[4-1], in[1-1], in[2-1], in[3-1], in[2-1], in[3-1], in[4-1], in[1-1]}; 
endmodule
module IP (in, out);
input [0:7] in;
output [0:7] out;
assign out = {in[2-1], in[6-1], in[3-1], in[1-1], in[4-1], in[8-1], in[5-1], in[7-1]}; 
endmodule
module IPinv (in, out);
input [0:7] in;
output [0:7] out;
assign out = {in[4-1], in[1-1], in[3-1], in[5-1], in[7-1], in[2-1], in[8-1], in[6-1]}; 
endmodule
module P10 (in, out);
input [0:9] in;
output [0:9] out;
assign out = {in[3-1], in[5-1], in[2-1], in[7-1], in[4-1], in[10-1], in[1-1], in[9-1], in[8-1], in[6-1]}; 
endmodule
module P4 (in, out);
input [0:3] in;
output [0:3] out;
assign out = {in[2-1], in[4-1], in[3-1], in[1-1]}; 
endmodule
module P8 (in, out);
input [0:9] in;
output [0:7] out;
assign out = {in[6-1], in[3-1], in[7-1], in[4-1], in[8-1], in[5-1], in[10-1], in[9-1]}; 
endmodule
module RotL1 (in, out);
input [0:9] in;
output [0:9] out;
assign out = {in[2-1], in[3-1], in[4-1], in[5-1], in[1-1], in[7-1], in[8-1], in[9-1], in[10-1], in[6-1]}; 
endmodule
module RotL2 (in, out);
input [0:9] in;
output [0:9] out;
assign out = {in[3-1], in[4-1], in[5-1], in[1-1], in[2-1], in[8-1], in[9-1], in[10-1], in[6-1], in[7-1]}; 
endmodule
module S0 (in, out);
input [0:3] in;
output [0:1] out;
reg [0:1] out;
always@(in)
case(in)
	4'b0000: out = 2'b01;
	4'b0001: out = 2'b11;
	4'b0010: out = 2'b00;
	4'b0011: out = 2'b10;
	4'b0100: out = 2'b11;
	4'b0101: out = 2'b01;
	4'b0110: out = 2'b10;
	4'b0111: out = 2'b00;
	4'b1000: out = 2'b00;
	4'b1001: out = 2'b11;
	4'b1010: out = 2'b10;
	4'b1011: out = 2'b01;
	4'b1100: out = 2'b01;
	4'b1101: out = 2'b11;
	4'b1110: out = 2'b11;
	4'b1111: out = 2'b10;
	default: out = 2'b00;
endcase
endmodule
module S1 (in, out);
input [0:3] in;
output [0:1] out;
reg [0:1] out;
always@(in)
case(in)
	4'b0000: out = 2'b00;
	4'b0001: out = 2'b10;
	4'b0010: out = 2'b01;
	4'b0011: out = 2'b00;
	4'b0100: out = 2'b01;
	4'b0101: out = 2'b00;
	4'b0110: out = 2'b11;
	4'b0111: out = 2'b11;
	4'b1000: out = 2'b11;
	4'b1001: out = 2'b10;
	4'b1010: out = 2'b00;
	4'b1011: out = 2'b01;
	4'b1100: out = 2'b01;
	4'b1101: out = 2'b00;
	4'b1110: out = 2'b00;
	4'b1111: out = 2'b11;
	default: out = 2'b00;
endcase
endmodule
module SDESDecrypt (cyphertext, k1, k2, plaintext);
input [0:7] cyphertext;
input [0:7] k1;
input [0:7] k2;
output [0:7] plaintext;
wire[0:7] IPdec_out;
wire[0:7] fk1_out;
wire[0:7] fk2_out;
wire[0:7] sw_out;
IP dec_IP(
.in(cyphertext),
.out(IPdec_out)
);
fk dec_fk_1(
.in(IPdec_out),
.k(k2),
.out(fk1_out)
);
SW dec_SW(
.in(fk1_out),
.out(sw_out)
);
fk dec_fk_2(
.in(sw_out),
.k(k1),
.out(fk2_out)
);
IPinv dec_IPinv(
.in(fk2_out),
.out(plaintext)
);
endmodule
module SDESEncrypt (plaintext, k1, k2, cyphertext);
input [0:7] plaintext;
input [0:7] k1;
input [0:7] k2;
output [0:7] cyphertext;
wire[0:7] IPenc_out;
wire[0:7] fk1_out;
wire[0:7] fk2_out;
wire[0:7] sw_out;
IP enc_IP(
.in(plaintext),
.out(IPenc_out)
);
fk enc_fk_1(
.in(IPenc_out),
.k(k1),
.out(fk1_out)
);
SW enc_SW(
.in(fk1_out),
.out(sw_out)
);
fk enc_fk_2(
.in(sw_out),
.k(k2),
.out(fk2_out)
);
IPinv enc_IPinv(
.in(fk2_out),
.out(cyphertext)
);
endmodule
module SW (in, out);
input [0:7] in;
output [0:7] out;
assign out = {in[5-1], in[6-1], in[7-1], in[8-1], in[1-1], in[2-1], in[3-1], in[4-1]}; 
endmodule
module VerilogSDES (CLOCK_50, SW, DECRYPT, COUNT_DISABLE, HEX0, HEX1, HEX2, HEX3, HEX4, HEX5);
	input CLOCK_50;
	input DECRYPT;
	input COUNT_DISABLE;
	input [9:0]SW;
	output [0:6] HEX0;
	output [0:6] HEX1;
	output [0:6] HEX2;
	output [0:6] HEX3;
	output [0:6] HEX4;
	output [0:6] HEX5;
	wire clk_1Hz;
	wire [3:0] bcd0, bcd1, bcd2, bcd3, bcd4, bcd5;
	wire [1:0] hundredsFiller;
	wire [7:0] encryptOutput;
	wire [7:0] decryptOutput;
	wire [7:0] pairOut;
	wire [7:0] K1;
	wire [7:0] K2;
	wire [9:0] p10_1_out;
	wire [9:0] rotL1_1_out;
	wire [9:0] rotL2_1_out;
	reg[7:0] digit_flipper_ext;
	clkDiv c0(
			.Clk_50MHz(CLOCK_50),
			.rst(1'b1),
			.Clk_1Hz(clk_1Hz)
			);
	always @ (posedge clk_1Hz)
	begin
		if(COUNT_DISABLE)
		begin
			casex(digit_flipper_ext)
			8'hFF:
				begin
				digit_flipper_ext = 8'b00000000;
				end
			default:
				begin
				digit_flipper_ext = digit_flipper_ext + 1;
				end
			endcase
		end
		else		
		begin
			digit_flipper_ext = digit_flipper_ext;
		end
	end
	assign pairOut[7:0] = (DECRYPT) ? encryptOutput[7:0] : decryptOutput[7:0]  ;
	binary_to_BCD bin_to_bcd0(
					.A(SW),
					.ONES(bcd4),
					.TENS(bcd5),
					.HUNDREDS(hundredsFiller)
					);
	binary_to_BCD bin_to_bcd1(
					.A(digit_flipper_ext),
					.ONES(bcd2),
					.TENS(bcd3),
					.HUNDREDS(hundredsFiller)
					);
	binary_to_BCD bin_to_bcd2(
					.A(pairOut),
					.ONES(bcd0),
					.TENS(bcd1),
					.HUNDREDS(hundredsFiller)
					);
	hex7seg digit_0(
				.hex(pairOut[3:0]),
				.display(HEX0)
				);
	hex7seg digit_1(
				.hex(pairOut[7:4]),
				.display(HEX1)
				);
	hex7seg digit_2(
				.hex(digit_flipper_ext[3:0]),
				.display(HEX2)
				);
	hex7seg digit_3(
				.hex(digit_flipper_ext[7:4]),
				.display(HEX3)
				);
	hex7seg digit_4(
				.hex(SW[3:0]),
				.display(HEX4)
				);
	hex7seg digit_5(
				.hex(SW[7:4]),
				.display(HEX5)
				);
	P10 p10_01(
		.in(SW),
		.out(p10_1_out)
	);
	RotL1 rotL1_01(
		.in(p10_1_out),
		.out(rotL1_1_out)	
	);
	P8 p8_01(
		.in(rotL1_1_out),
		.out(K1)		
	);
	RotL2 rotL2_01(
		.in(rotL1_1_out),
		.out(rotL2_1_out)		
	);
	P8 p8_02(
		.in(rotL2_1_out),
		.out(K2)		
	);
	SDESEncrypt encrypt_module(  
				.plaintext(digit_flipper_ext), 
				.k1(K1),
				.k2(K2),
				.cyphertext(encryptOutput)
	);
	SDESDecrypt decrypt_module(  
				.cyphertext(digit_flipper_ext), 
				.k1(K1),
				.k2(K2),
				.plaintext(decryptOutput)
	);
endmodule
module add3(in,out);
	input [3:0] in;
	output [3:0] out;
	reg [3:0] out;
	always @ (in)
		case (in)
			4'b0000: out <= 4'b0000;
			4'b0001: out <= 4'b0001;
			4'b0010: out <= 4'b0010;
			4'b0011: out <= 4'b0011;
			4'b0100: out <= 4'b0100;
			4'b0101: out <= 4'b1000;
			4'b0110: out <= 4'b1001;
			4'b0111: out <= 4'b1010;
			4'b1000: out <= 4'b1011;
			4'b1001: out <= 4'b1100;
			default: out <= 4'b0000;
		endcase
endmodule
module binary_to_BCD(A,ONES,TENS,HUNDREDS);
	input [7:0] A;
	output [3:0] ONES, TENS;
	output [1:0] HUNDREDS;
	wire [3:0] c1,c2,c3,c4,c5,c6,c7;
	wire [3:0] d1,d2,d3,d4,d5,d6,d7;
	assign d1 = {1'b0,A[7:5]};
	assign d2 = {c1[2:0],A[4]};
	assign d3 = {c2[2:0],A[3]};
	assign d4 = {c3[2:0],A[2]};
	assign d5 = {c4[2:0],A[1]};
	assign d6 = {1'b0,c1[3],c2[3],c3[3]};
	assign d7 = {c6[2:0],c4[3]};
	add3 m1(d1,c1);
	add3 m2(d2,c2);
	add3 m3(d3,c3);
	add3 m4(d4,c4);
	add3 m5(d5,c5);
	add3 m6(d6,c6);
	add3 m7(d7,c7);
	assign ONES = {c5[2:0],A[0]};
	assign TENS = {c7[2:0],c5[3]};
	assign HUNDREDS = {c6[3],c7[3]};
endmodule
module clkDiv(
			input wire Clk_50MHz, 
			input wire rst,
			output reg Clk_1Hz
			);
	reg [25:0] count = 26'b0;
	initial begin
	Clk_1Hz = 1'b0;
	end
	always @(posedge Clk_50MHz or negedge rst)
	if(!rst)
	begin
		count = 0;
		Clk_1Hz = 1'b0;
	end
	else
	if(count > 25000000)
	begin
		Clk_1Hz = !Clk_1Hz;
		count = 26'b0;
	end
	else
	begin
		count = count + 1;
	end
endmodule
module fk (in, k, out);
input [0:7] in;
input [0:7] k;
output [0:7] out;
wire[0:7] EP_out;
wire[0:7] xor_1_out;
wire[0:1] S0_out;
wire[0:1] S1_out;
wire[0:3] p4_out;
wire[0:3] xor_2_out;
EP fk_EP(
.in(in[4:7]),
.out(EP_out)
);
assign xor_1_out = EP_out ^ k;
S0 fk_S0(
.in(xor_1_out[0:3]),
.out(S0_out)
);
S1 fk_S1(
.in(xor_1_out[4:7]),
.out(S1_out)
);
P4 fk_P4(
.in({S0_out, S1_out}),
.out(p4_out)
);
assign xor_2_out = p4_out ^ in[0:3];
assign out = {xor_2_out, in[4:7]};
endmodule
module hex7seg (hex, display);
	input [3:0] hex;
	output [0:6] display;
	reg [0:6] display;
	always @ (hex)
		case (hex)
			4'h0: display = 7'b0000001;
			4'h1: display = 7'b1001111;
			4'h2: display = 7'b0010010;
			4'h3: display = 7'b0000110;
			4'h4: display = 7'b1001100;
			4'h5: display = 7'b0100100;
			4'h6: display = 7'b0100000;
			4'h7: display = 7'b0001111;
			4'h8: display = 7'b0000000;
			4'h9: display = 7'b0000100;
			4'hA: display = 7'b0001000;
			4'hB: display = 7'b1100000;
			4'hC: display = 7'b0110001;
			4'hD: display = 7'b1000010;
			4'hE: display = 7'b0110000;
			4'hF: display = 7'b0111000;
			default: display = 7'bx;
		endcase
endmodule
</file>
==> summary.txt <==
fresh numbers from the pnr run: Seq cells post-synth=49, Warnings, synthesis=7, stage-log warning count=57, pre-CTS WS=-1.03 ns, max-cap violation count=0, final setup fails=3, reg2reg start=c0.count[12], Overflow after GRT=0, yosys adder share=12.7%, root buffer cell=clkbuf_16, post-route clock period utilization=101%, DR iter-0 viols=214, DR vias=4503, Reg clk slew, reported paths=0.07 ns, failing checks=setup timing, Hold Crit Start=c0.count[24], Mapped Cells=586, RSZ-0062 raised after global routing=true, GPL Wtd Cong=0.844, ratio of cells with drive above 1 in the final layout=37.4%, reg2reg path depth=8, status=finished with violations, and-or/or-and share of the synthesized area=12.7%, and+or+nand+nor area frac=17.8%, Hold WC Path Type=flop to flop, largest net degree at the start of global routing=24, hold depth=2, CP Depth=18, most common logic cells in the final layout=106 x buf_4, 61 x nor2_1, 51 x nand2_1, Synth Cell Area=4970 sq um, register pins left without a clock=22, Crit. End Element=output port, Worst-Margin Slew=1.28 ns, CTS tree=built, die x size=131 microns, Achievable Freq=206 MHz, Cell Rows=46, vias in the first global route=4272, CP delay by family, top=buffers and inverters, Port-buffer cells=54, EDFF count, synth=9, final core occ=46.9%, initial antenna violation count=0, Post-synth seq share=21.5%, height of the chip=131 microns, worst-path cell chain=buf_12 > xnor2_4 > buf_6 > maj3_2 > nand2_2 > a21boi_4 > xnor2_2 > ha_2 > mux2_4 > mux2_4 > mux2i_4 > buf_6 > xnor2_4 > buf_6 > buf_6 > o21ai_2 > a2bb2oi_2 > buf_2, DRC=0, Total Wirelength=12300 microns, yosys stat area=4970 sq um, fin crit period=4.85 ns, Distinct cells, synth=66, predominant post-synthesis flop cell=dfxtp_1, number of top-level pins=55, mux share=10.6%, Inserted Diodes=0, class of the most critical setup path=primary input to output port, worst path bufs/invs=6, CP max stage cell=maj3_2, Area Growth Syn to Fin=51.3%, Reg2Reg Setup Slack=2.51 ns, routed len/inst=12.8 microns, Max-slew headroom=14.9%, maximum VDD drop=0.129 mV, fin worst setup slack=-0.0548 ns, Design Power=1.82 mW, Yosys Instances=586, CTS Buf Count=3, Setup Skew=0.00479 ns, largest family of logic cells by area=XOR/XNOR gates, DP HPWL=8420 microns, overall routing resource usage=14.3%, H-tree lvl count=1, DR pass1 iterations=4, Pleak=3.16 nW, worst hold endpoint=c0.count[24], most frequent logic cell in the layout=buf_4, # hold bufs at CTS=0, first-pass GRT wire length=19500 microns, WP data arrival=3.89 ns, Final Max-Slew Violation Tally=0, PwrDens=242 nW/um^2, vias per inst=4.69, Die Size=17100 sq um, xor/xnor share of the synthesized area=19.2%, Crit path top cell by count=buf_6, Mapped Avg Cell Area=8.49 sq um, Bufs on Longest Clock Path=2, Startpoint Class=primary input, final hold viol count=0, worst-path maximum fanout=4, clk latency late pin=0.26 ns, Worst R2R End=c0.count[10], Async S/R FF share, synth=0%, worst endpoint required time=3.84 ns, CP peak stage delay=0.32 ns, Design Area, Final=7530 sq um, Routed Antenna Nets=0, Core ar.=16100 sq um, Fill cells=1380, number of unconstrained endpoints=44, Placed Area=6240 sq um, fp util=31.0%
[tightest hold or removal path, cell delays in order (launching register included)]
cell     delay, ns
dfxtp_1       0.34
a31oi_1       0.05
nor2_1        0.07
[cell type report]
class	instances	area, sq um	share of cell area (%)
Clock buffer	3	75.1	0.998
Tap cell	216	270	3.59
Sequential cell	49	1070	14.2
Clock inverter	1	5.00	0.0665
Multi-Input combinational cell	476	4460	59.2
Timing Repair Buffer	182	1520	20.2
Inverter	34	128	1.70
[worst max path at each step]
| stage | start | to | slack, ns |
|---|---|---|---|
| after CTS | SW[1] | HEX1[5] | -0.10 |
| after global routing | SW[1] | HEX1[3] | -0.15 |
| final | SW[1] | HEX1[3] | -0.05 |
[flip-flops by register name, summed over array words and instances, names as in the netlist]
name,cells
digit_flipper_ext,8
c0.Clk_1Hz,1
c0.count,26
HEX2,7
HEX3,7
[Yosys cell counts, types with 3 or more instances]
library cell	n	area share [%]
mux2_2	11	2.5
xor2_1	30	5.3
a22o_1	4	0.70
edfxtp_1	9	5.4
xnor2_2	4	1.3
a211oi_1	8	1.2
a31oi_1	7	0.88
nor3_1	3	0.30
clkbuf_1	10	0.75
o21ai_0	25	2.5
dfxtp_1	40	16
mux2i_1	31	6.2
buf_6	4	0.91
and3_1	4	0.50
o22ai_1	6	0.75
nand3b_1	4	0.60
buf_1	4	0.30
nand2b_1	9	1.1
nand2_1	56	4.2
and2_1	3	0.38
xor2_4	3	1.7
a21boi_0	4	0.60
nand3_1	27	2.7
o211ai_1	8	1.2
ha_1	47	12
nor2_1	64	4.8
inv_1	33	2.5
nand4_1	5	0.63
xnor2_1	52	9.2
xor2_2	4	1.3
a21oi_1	9	0.91
maj3_1	3	0.60
buf_2	8	0.81
nor2b_1	5	0.63
[metrics by stage]
step | instances | hold slack (ns) | TNS [ns]
2_1_floorplan | 586 | 0.451 | 0
5_1_grt | 961 | 0.535 | -0.769
3_5_place_dp | 908 | 0.482 | -12.15
4_1_cts | 953 | 0.498 | -0.464
6_report | 961 | 0.493 | -0.115
3_3_place_gp | 908 | 0.473 | -12.47
[report_power, final]
part	leakage, nW	internal, mW	switching (mW)
Combinational	2.70	0.791	0.581
Clock	0.0409	0.112	0.0742
Sequential	0.416	0.246	0.0164
[cells by family (layout without fill, tap and decap cells)]
kind of cell,Yosys count,after routing
buf+inv,61,220
mux,47,47
fa+ha+maj,51,51
simple gates,192,192
flops,49,49
other cells,1,1
compound gates,91,91
xor+xnor,94,94
[timing repair]
| item | 4_1_cts | 5_1_grt |
|---|---|---|
| buffers inserted | 42 | 14 |
| endpoints found under the hold margin | 0 | 0 |
| endpoints found under the setup margin | 14 | 14 |
| resized | 186 | 69 |
| pin swaps | 44 | 34 |
| gates cloned | 0 | 0 |
[layer usage]
| metal | up-vias | part of all wire, % | global-route usage [%] | wire length [microns] |
|---|---|---|---|---|
| li1 | 2333 | - | - | - |
| met1 | 2125 | 48 | 19.5 | 5960 |
| met2 | 43 | 49 | 26.2 | 6080 |
| met3 | 2 | 1.9 | 0.954 | 237 |
| met4 | 0 | 0.29 | 0.676 | 36 |
| met5 | - | 0 | 0 | 0 |
Power is estimated from default activity; no workload was simulated.
